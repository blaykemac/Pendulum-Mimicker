==> design/flow/design.v <==
module InterruptLatencyEventTiming(EncPhA_in, EncPhB_in, ext_in, clk_in  , rst_interrupt_timer_in, rst_ext_timer_in, microseconds_out);
    input EncPhA_in, EncPhB_in, clk_in,rst_interrupt_timer_in, rst_ext_timer_in, ext_in;
    output [31:0] microseconds_out;
	 reg [31:0] microseconds;
    reg gate;           
    reg prevA, prevB;   
    reg mode;    
	 assign microseconds_out = microseconds;
    always@(posedge clk_in) begin
        if (rst_interrupt_timer_in || rst_ext_timer_in) 
            gate  <= 1'b0;
        if (rst_ext_timer_in) 
            mode <= 1'b0;
        if (rst_interrupt_timer_in) 
            mode <= 1'b1;
        if (mode) begin   
            if (prevA != EncPhA_in  || prevB != EncPhB_in)
                gate <= 1'b1;   
        end else begin  
            gate <= ext_in;
        end
        prevA <= EncPhA_in;
        prevB <= EncPhB_in;
    end
    reg [5:0] CEcount;
    wire CE_micro = (CEcount==49);
    always@(posedge clk_in)
        if (rst_interrupt_timer_in || rst_ext_timer_in)
                CEcount <= 24;   
        else if (CE_micro) 
                CEcount <= 0;
            else if (gate)
                CEcount <= CEcount + 1'b1;
    always@(posedge clk_in) begin
        if (rst_interrupt_timer_in || rst_ext_timer_in) 
            microseconds <= 0;
        else if (CE_micro)
            microseconds <= microseconds+1'b1;
    end
endmodule
==> design/flow/run.sh <==
#!/bin/bash
# OpenROAD 26Q1-2900-gdf79404cd8, Yosys 0.63+post, stock flow scripts
make -C /OpenROAD-flow-scripts/flow DESIGN_CONFIG=/design/flow/config.mk WORK_HOME=/design/flow/orfs finish
==> design/flow/config.mk <==
export PLATFORM = sky130hd
export DESIGN_NAME = InterruptLatencyEventTiming
export DESIGN_NICKNAME = InterruptLatencyEventTiming
export VERILOG_FILES = /design/flow/design.v
export SDC_FILE = /design/flow/constraint.sdc
export NUM_CORES = 4
export LEC_CHECK = 1
export CORE_AREA = 10 10 106 106
export DIE_AREA = 0 0 116 116
==> design/flow/constraint.sdc <==
current_design InterruptLatencyEventTiming

set clk_period 7.1
set clk_io_pct 0.2

create_clock -name clk0 -period $clk_period [get_ports {clk_in}]

set non_clock_inputs [all_inputs -no_clocks]
set_input_delay [expr $clk_period * $clk_io_pct] -clock clk0 $non_clock_inputs
set_output_delay [expr $clk_period * $clk_io_pct] -clock clk0 [all_outputs]
==> flow_summary.yaml <==
# synthesis and place-and-route metrics
worst_hold_path:
  timing.hold.worst_path_depth: 2
  holdCritPathClass: "reg2reg"
  hold_path_end: "microseconds[31]"
  worst_hold_startpoint: "microseconds[31]"
routing:
  drtPass1Iterations: 4
  vias: 1815
  antenna_cells_inserted: 0
  route.detailed.drc: 0
  route.detailed.wl_per_inst_um: 13.0
  routed_wl_mm: 4.86
  final_antenna_net_count: 0
  detail_route.vias_per_cell: 4.87
  drt_first_iter_violations: 172
yosys:
  synth-area-yosys_um2: 2050
  synth-compound-area-share: 0.136
  synth.lib_cells_used.distinct: 40
  synth_adder_area_share: 0.0183
  postSynth.topFlopCell: "dfxtp_1"
  edf_count: 1
  syn-mean-instance-area_um2: 8.89
  ys_async_sr_fraction: 0
  postSynthCellCount: 231
  total_of_warnings_raised_by_yosys: 1
  yosysCellCount: 231
  syn_area_um2: 2050
  synth.cellmix.xorXnorShare: 0.0597
  simple_gate_area_frac: 0.305
  post_synth_mux_area_share: 0.0146
  synth.comb.largest_family: "simple AND/OR/NAND/NOR gates"
  ys_ff: 42
  sequential_fraction_of_the_synthesis_area: 0.414
worst_setup_path:
  r2r_setup_slack_ps: 4590
  worst_r2r_endpoint: "microseconds[16]"
  critical_path_cell_by_cell: "clkdlybuf4s50_1"
  cp_top_family: "buffers and inverters"
  critical_path.slowest_cell: "clkdlybuf4s50_1"
  critPathCaptureType: "output port"
  r2r.worst_path.cells: 6
  crit_path_max_fanout: 8
  worst-path-buf-inv: 1
  cp.required_ps: 5680
  setup.worst_path.start_class: "register"
  critPathArrivalTime_ps: 1300
  critPathKind: "reg2out"
  critical_path.max_stage_delay_ps: 530
  r2r-start: "CEcount[0]"
layout:
  fin_cells: 373
  post_route_cells_drive_above_1_share: 0.0604
  flow.area_growth_from_synthesis_pct: 25.2
final_timing:
  final-setup-viol-count: 0
  timing.slew.headroom: 0.634
  timing_max_transition_violations_final: 0
  timing.final.hold_violations: 0
  layout_setup_ws_ps: 4380
  skew_final_ps: 10.2
  achievable-frequency_ghz: 0.368
  period_used_share: 0.383
  worst_slew_pin_slew_ps: 549
  finalWorstPathRequiredPeriod_ps: 2720
  setup-tns-final_ps: 0
  rsz_0062_raised_after_global_routing: "no"
floorplan:
  fp.dieArea_um2: 13500
  num_io_pins: 38
  fp_util: 0.232
  die_h_um: 116
  placeable_core_area_um2: 8850
  placement_rows: 34
  die.size.x_um: 116
global_route:
  grt_pass1_wl_mm: 8.17
  globalRoute.totalOverflow: 0
  maximum_number_of_pins_on_one_net_before_global_route_repair: 44
  global_route.usage.total: 0.0739
  antenna_violations_before_repair: 0
  first_global_vias: 1660
place:
  portBuffers: 37
  detailedPlace.worstSlack_ps: 4220
  dp_cells: 365
  hpwlAfterDp_mm: 3.57
  routabilityCongestion: 0.774
power:
  max-vdd-ir-drop_v: 0.0000945
  power_density_nw_per_um2: 161
  power.leakage_uw: 0.000777
cts:
  post_cts_resize_count: 0
  cts-buffers-inserted: 5
  cts_tree: "done"
  htree_depth: 2
  clock_root_buffer: "clkbuf_8"
  worst_skew_pair.late_latency_ps: 290
  clock_tree.buffer_depth: 2
  clk_pin_slew_worst_paths_ps: 80
  number_of_sinks_handled_by_clock_tree_synthesis: 42
  cts_setup_buffers: 0
  cts-hold-fix-buffers: 0
job:
  timing.max_cap.violations: 0
  warning_count: 26
outcome:
  result_of_the_run: "finished clean"
where the power goes:
group	leakage [µW]	internal, µW	switching (µW)	total [µW]
registers	0.000341	239	2.67	242
clock network	0.0000482	78.5	80.3	159
logic	0.000387	6.36	7.10	13.5
area by class of cell:
class	count	area, µm²
fillers	930	6280
well taps	108	135
clock buffers	7	86.3
multi-input cells	172	1100
repair buffers	38	378
clock inverters	1	5.00
flip-flops and latches	42	851
inverters	5	18.8
layer usage:
metal / GRT usage / vias up / routed length, µm
met5: 0 / - / 0
met1: 0.101 / 834 / 2270
met4: 0.00751 / 0 / 38
li1: - / 936 / -
met2: 0.113 / 39 / 2140
met3: 0.0277 / 6 / 416
tightest hold or removal path, delay by kind of cell (launching register included):
| family | cells | cell delay (ps) |
|---|---|---|
| and+or+nand+nor | 1 | 60 |
| muxes | 1 | 50 |
| DFF | 1 | 330 |
stage by stage:
| stage | power [µW] | area [µm²] | util | hold slack [ps] |
|---|---|---|---|---|
| 2_1_floorplan | 256 | 2050 | - | 430 |
| 3_3_place_gp | 261 | 2480 | 0.280 | 467 |
| 3_5_place_dp | 261 | 2480 | 0.280 | 470 |
| 4_1_cts | 420 | 2570 | 0.290 | 493 |
| 5_1_grt | 434 | 2570 | 0.290 | 529 |
| 6_report | 414 | 2570 | 0.290 | 486 |
logic make-up (layout without fill, tap and decap cells):
logic type               count (synthesis)  after routing
buffers and inverters                   17             51
AND/OR/NAND/NOR                        106            106
AND-OR/OR-AND                           46             46
XOR/XNOR                                14             14
adder cells (fa/ha/maj)                  3              3
flip-flops                              42             42
multiplexers                             3              3
synthesized netlist by cell type (all sizes together) (5+ instances only):
| cell | n | share of area |
|---|---|---|
| xnor2 | 6 | 0.026 |
| nor4 | 6 | 0.018 |
| nor2 | 14 | 0.026 |
| o21ai | 5 | 0.012 |
| o31ai | 15 | 0.055 |
| nand4 | 13 | 0.050 |
| dfxtp | 41 | 0.40 |
| a21oi | 22 | 0.054 |
| or4 | 16 | 0.062 |
| buf | 7 | 0.030 |
| or3 | 7 | 0.021 |
| inv | 5 | 0.0091 |
| xor2 | 8 | 0.034 |
| nand2 | 23 | 0.042 |
| nand3 | 12 | 0.029 |
state kept, by name (all words and copies together), names as in the netlist:
signal,flops
microseconds,32
CEcount,6
gate,1
mode,1
prevA,1
prevB,1
cells in the final DEF (no fill, tap or decap), types with 2 or more instances in the layout:
master / synthesis / routed
nand3_1: 12 / 12
inv_1: 5 / 5
clkdlybuf4s50_1: 0 / 37
xnor2_1: 6 / 6
nor2_1: 14 / 14
nor4_1: 6 / 6
clkbuf_8: 0 / 6
or3_1: 7 / 7
and2_1: 4 / 4
dfxtp_1: 41 / 41
o21ai_0: 5 / 5
nand2_1: 23 / 23
and3_1: 2 / 2
ha_1: 3 / 3
nand4_1: 11 / 11
a21oi_1: 22 / 22
mux2i_1: 3 / 3
xor2_1: 8 / 8
or4_1: 13 / 13
and4_1: 4 / 4
o31ai_1: 15 / 15
or4_2: 2 / 2
worst max path at each step:
stage / from / to / slack (ps) / cells after the start
6_report: microseconds[11] / microseconds_out[11] / 4380 / 1
4_1_cts: microseconds[7] / microseconds_out[7] / 4360 / 1
5_1_grt: microseconds[13] / microseconds_out[13] / 4290 / 1
Power figures rest on the tool's default switching activity, not on a simulated workload.
