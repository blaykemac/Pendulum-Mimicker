**flow/design.v**
```verilog
module MicrosecondGenerator(CLK_50, microseconds, reset);
input CLK_50;
input reset;
reg [31:0] CEcount;
wire CE_micro = (CEcount == 32'd49);
output reg [31:0] microseconds;
always @(posedge CLK_50)
	if (CE_micro) CEcount <= 0;
	else CEcount <= CEcount + 1'b1;
always @(posedge CLK_50)
	if (~reset) microseconds <= 0;
	else if (CE_micro) microseconds <= microseconds + 1'b1;
endmodule
```
**flow/run.sh**
```bash
#!/bin/bash
# OpenROAD 26Q1-2900-gdf79404cd8, Yosys 0.63+post, stock flow scripts
make -C /OpenROAD-flow-scripts/flow DESIGN_CONFIG=/design/flow/config.mk WORK_HOME=/design/flow/orfs finish
```
**flow/config.mk**
```make
export PLATFORM = sky130hd
export DESIGN_NAME = MicrosecondGenerator
export DESIGN_NICKNAME = MicrosecondGenerator
export VERILOG_FILES = /design/flow/design.v
export SDC_FILE = /design/flow/constraint.sdc
export NUM_CORES = 4
export LEC_CHECK = 1
export CORE_UTILIZATION = 30
```
**flow/constraint.sdc**
```tcl
current_design MicrosecondGenerator

set clk_period 5.0
set clk_io_pct 0.2

create_clock -name clk0 -period $clk_period [get_ports {CLK_50}]

set non_clock_inputs [all_inputs -no_clocks]
set_input_delay [expr $clk_period * $clk_io_pct] -clock clk0 $non_clock_inputs
set_output_delay [expr $clk_period * $clk_io_pct] -clock clk0 [all_outputs]
```
==> qor_table.md <==
| Item | This run |
|:---|:---|
| Depth of the worst hold-timing path | 1 |
| Proportion of total power due to net switching | 21.1% |
| Synth warnings | 1 |
| Fraction of registers with async set/reset | 0% |
| Worst-case register-to-register setup slack | 2.75 ns |
| Critical path fanouts, max | 7 |
| Area enclosed by the die boundary | 10600 µm² |
| Post-CTS Hold Fix Bufs | 0 |
| Final hold violation count | 0 |
| Sequence of cells on the critical path | clkdlybuf4s50_1 |
| Yosys Chip Area | 3050 µm² |
| Internal Dissipation | 689 µW |
| Nature of the critical path endpoint | output port |
| RePlAce Congestion | 0.806 |
| Synthesized registers | 64 |
| Post-synthesis sequential area ratio | 42.0% |
| Total net switching power | 184 µW |
| Crit path buffers/inverters | 1 |
| Global route overflow | 0 |
| Antenna diodes | 0 |
| Pin count of the biggest net entering global routing | 31 |
| Yosys cell types | 39 |
| Max-slew headroom | 59.2% |
| Depth of the CTS H-tree | 3 |
| Cell area after synthesis | 3050 µm² |
| Number of warnings in the stage logs | 26 |
| Tally of filler cells in the layout | 998 |
| Part of the total power dissipated in sequential elements | 58.4% |
| Share of power burned in combinational logic | 0.6% |
| Core region area | 9820 µm² |
| Clock sink count | 64 |
| Share of the core filled with cells | 37.5% |
| Count of library flops with an enable pin | 0 |
| Count of input and output buffers | 33 |
| Critical path's largest stage delay | 0.52 ns |
| Final period util | 47.0% |
| Area of the multi-input gates | 1700 µm² |
| Clock share of power | 41.0% |
| Startpoint type of the worst setup path | flip-flop |
| Count of maximum capacitance violations | 0 |
| Class of the tightest hold or removal check | flip-flop to flip-flop |
| Initial antenna violation count | 0 |
| CTS buffer count | 9 |
| All-Layer GR Usage | 12.5% |
| Run status | finished clean |
| Reported leakage power | 1.20 nW |
| Final setup violation count | 0 |
| Count of final max-slew check failures | 0 |
| Number of cell rows | 36 |
| Pin slew with the least headroom to its limit | 0.607 ns |
| Standard cell with the maximum stage delay on the critical path | sky130_fd_sc_hd__clkdlybuf4s50_1 |
| Number of standard cells after synthesis | 323 |
| CTS root buffer | sky130_fd_sc_hd__clkbuf_8 |
| Capturing point of the worst reg2reg path | microseconds[31] |
| Worst EP arrival | 1.35 ns |
| Post-synth top flop | sky130_fd_sc_hd__dfxtp_1 |
| Post-route DRC violation count | 0 |
| Latest clock arrival within the worst-skew pair | 0.33 ns |
| Worst hold endpoint | CEcount[31] |
| Chip width | 103 µm |
| TritonCTS clock tree | done |
| Via count of the first global-routing pass | 2141 |
| Data required, critical path | 4.00 ns |
| Maximum buffer depth of the clock tree | 2 |
| Path type of the worst setup path | flip-flop to output port |
| R2r worst-path depth | 5 |
| Fraction of layout instances using a drive strength above 1 | 8.47% |
| Area Growth Syn to Fin | 20.5% |
| Number of top-level pins | 34 |
| Top library cells by usage in the layout, fill and taps aside | sky130_fd_sc_hd__dfxtp_1 (64), sky130_fd_sc_hd__xnor2_1 (35), sky130_fd_sc_hd__clkdlybuf4s50_1 (33) |
| Seq. cell area | 1280 µm² |
| Most common cell after layout, fill and taps aside | sky130_fd_sc_hd__dfxtp_1 |
| Top achievable clock speed | 0.426 GHz |
| Final Routed Wirelength | 6280 µm |
| Final critical delay including setup and external delays | 2.35 ns |
| Vias post-DR | 2349 |
| Mean cell area of the mapped netlist | 9.45 µm² |
| Post-route setup TNS | 0 ns |
| Count of instances resized after the clock tree is built | 0 |
| Maximum resistive drop on vdd | 0.0000991 V |
| DRT antenna net count | 0 |
| Routed via count divided by cell count | 4.71 |
| Wire length of the first global-routing pass | 10200 µm |
| Die Y | 103 µm |
| Cell count listed in synth_stat.txt | 323 |
| Cell class contributing the biggest share of worst-path delay | buffers and inverters |
| Floorplan core density | 31.1% |
| Detailed placer's ending HPWL | 4570 µm |
| Detailed Routing Iterations Pass 1 | 4 |
| Fin Clk Skew | 0.00575 ns |
| Routed len/inst | 12.6 µm |
| Power density relative to cell area | 237 nW/µm² |
| RR Startpoint | microseconds[5] |
| Hold Crit Start | CEcount[31] |
| Count of routing violations after the opening detailed-route iteration | 62 |
| Clock-pin slew of the registers on the worst-case setup and hold paths | 0.06 ns |
| Post-CTS Setup Repair Bufs | 0 |
| RSZ-0062 raised after global routing | no |
how the worst max path moves through the flow:
stage | startpoint | end | slack, ns | cells past startpoint
finish | microseconds[5] | microseconds[5] | 2.65 | 1
global route | microseconds[5] | microseconds[5] | 2.59 | 1
CTS | microseconds[5] | microseconds[5] | 2.61 | 1
power by group through the flow:
stage	Combinational (mW)	Clock, mW	Sequential [mW]
final	0.00564	0.357	0.510
after global routing	0.00611	0.397	0.509
after CTS	0.00564	0.374	0.510
sequential cells by signal, summed over array words and instances, names as in the netlist:
register / cells
microseconds: 32
CEcount: 32
logic make-up (layout without fill, tap and decap cells):
group           count (synthesis)  in the layout  synth area share (%)
xor+xnor                       47             47                  13.5
buf+inv                        18             61                  2.29
flops                          64             64                  42.0
compound gates                 29             29                  5.41
fa+ha+maj                       3              3                  1.23
simple gates                  162            162                  35.6
worst register-to-register path: cells and delay by family, from the launching register on:
kind	cells	cell delay [ns]
and+or+nand+nor	4	1.57
DFF	1	0.49
AOI/OAI and AO/OA	1	0.13
per-stage QoR:
stage | hold WS (ns) | total power [mW] | cell area (µm²) | setup slack [ns] | instances
after CTS | 0.487 | 0.889 | 3680 | 2.61 | 499
after global routing | 0.503 | 0.912 | 3680 | 2.59 | 499
after global placement | 0.460 | 0.527 | 3530 | 2.86 | 484
after floorplan | 0.435 | 0.524 | 3050 | 3.12 | 323
final | 0.486 | 0.873 | 3680 | 2.65 | 499
after detailed placement | 0.463 | 0.527 | 3530 | 2.80 | 484
synthesized netlist by cell type (all sizes together) (4+ instances only):
library cell | count | area (µm²)
inv | 12 | 45.0
or3 | 4 | 25.0
nand3 | 18 | 90.1
and2 | 5 | 31.3
and3 | 10 | 62.6
o21ai | 8 | 40.0
a21oi | 14 | 70.1
nor3 | 7 | 35.0
clkbuf | 4 | 15.0
nand2 | 27 | 101
nor4 | 21 | 255
xor2 | 12 | 105
dfxtp | 64 | 1280
nand4 | 23 | 195
nor2 | 28 | 105
and4 | 6 | 56.3
xnor2 | 35 | 307
layout make-up:
cell class / count / area share [%]
clock inverter: 1 / 0.136
clock buffer: 14 / 3.88
sequential: 64 / 34.8
inverter: 12 / 1.22
tap: 133 / 4.52
timing repair buffer: 34 / 9.18
multi-input combinational: 241 / 46.2
layer usage:
layer / vias to the layer above / GRT usage [%] / share of wire (%)
met5: - / 0 / 0
li1: 1241 / - / -
met1: 1075 / 18.0 / 49
met2: 29 / 19.9 / 46
met4: 0 / 1.41 / 0.57
met3: 4 / 3.10 / 4.2
Power is estimated from default activity; no workload was simulated.
