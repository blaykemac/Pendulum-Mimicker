===== ./design.v =====
module EncoderAngle (input CLK_50, input enAin, input enBin, input reset, output wire [31:0] count_out);
reg As, Bs;  
reg A_prev, B_prev;
reg [31:0] count;
assign count_out = count;
always@(posedge CLK_50) begin
 	As <= enAin; Bs <= enBin;
	A_prev <= As; B_prev <= Bs;
end
always @(posedge CLK_50)
	if (~reset) count <= 0;
 	else case({A_prev, B_prev, As, Bs})
		4'b0010, 4'b1011, 4'b1101, 4'b0100: 
			count <= count + 1'b1; 
		4'b0001, 4'b0111, 4'b1110, 4'b1000: 
			count <= count - 1'b1;
	default: ; 
 endcase
endmodule

===== ./run.sh =====
#!/bin/bash
# OpenROAD 26Q1-2900-gdf79404cd8, Yosys 0.63+post, stock flow scripts
make -C /OpenROAD-flow-scripts/flow DESIGN_CONFIG=/design/flow/config.mk WORK_HOME=/design/flow/orfs finish

===== ./config.mk =====
export PLATFORM = sky130hd
export DESIGN_NAME = EncoderAngle
export DESIGN_NICKNAME = EncoderAngle
export VERILOG_FILES = /design/flow/design.v
export SDC_FILE = /design/flow/constraint.sdc
export NUM_CORES = 4
export LEC_CHECK = 1
export CORE_UTILIZATION = 50

===== ./constraint.sdc =====
current_design EncoderAngle

set clk_period 15.0
set clk_io_pct 0.2

create_clock -name clk0 -period $clk_period [get_ports {CLK_50}]

set non_clock_inputs [all_inputs -no_clocks]
set_input_delay [expr $clk_period * $clk_io_pct] -clock clk0 $non_clock_inputs
set_output_delay [expr $clk_period * $clk_io_pct] -clock clk0 [all_outputs]

==> flow_summary_export.csv <==
group,metric,value,unit
clock_tree,post_cts_buffers,0,
power_and_ir_drop,ir_worst_vdd,0.0630,mV
route,drt_iter0_markers,86,
timing,fmax,225,MHz
synthesis,numSynthFlops,36,
timing,fin_crit,4.45,ns
flow_run,warning_count,26,
clock_tree,cts_buffers,5,
timing,clock_skew,0.00490,ns
synthesis,ff_type,"dfxtp_1",
floorplanning,core_area,5510,um^2
critical_path,critical_path_required,15.21,ns
critical_path,start_kind,"input pin",
timing,min_period_over_period,29.6,%
timing,worst_slack,10.55,ns
global_routing,grt.total_usage,23.8,%
global_routing,grt_pass1_vias,2337,
clock_tree,cts_root_buf,"clkbuf_8",
global_routing,grt_pass1_wl,11400,um
synthesis,edf_count,0,
global_routing,overflow,0,
clock_tree,cts_resized,0,
power_and_ir_drop,power_leakage,1.53,nW
critical_path,crit_arrival,4.66,ns
flow_run,maxCapViolations,0,
finish,final-comb-area,2030,um^2
critical_path,end_kind,"flip-flop",
route,antennaDiodeCount,0,
route,vias,2649,
route,first_pass_iters,4,
clock_tree,cts_hold_buf,0,
placed_design,port_buffers,35,
timing,fin_tns_setup,0,ns
global_routing,grt_max_degree,35,
global_routing,antenna_found_initial,0,
floorplanning,die_y,77.7,um
timing,drv_slew,0,
clock_tree,cts.sinks,36,
placed_design,pre_cts_slack,10.24,ns
clock_tree,cts_buffer_depth,2,
floorplanning,die_w,77.7,um
synthesis,synth_cell_type_count,48,
synthesis,yosys-stat-cells,371,
clock_tree,ctsHtreeMaxLevel,2,
synthesis,synth_seq_share,25.2,%
route,routed_wl,6720,um
clock_tree,path_clk_slew,0.08,ns
power_and_ir_drop,powerDensity,117,nW/um^2
route,drc,0,
synthesis,async_flop_share,0,%
clock_tree,worstSkewPairLatency,0.30,ns
timing,tightest_slew,0.686,ns
timing,max_slew_margin,54.3,%
finish,seqCellArea,721,um^2
synthesis,ys_area,2860,um^2
finish,final_common_cell,"a21oi_1",
synthesis,synth_area,2860,um^2
synthesis,ys_warn_count,1,
timing,rsz0062_at_grt,"false",
finish,fillers,526,
synthesis,syn_inst,371,
route,via_per_inst,5.64,
finish,final_cell_mix,"a21oi_1, nand2_1, dfxtp_1",
placed_design,dpl.cell_count,462,
clock_tree,cts_tree,"yes",
timing,holdWs,0.367,ns
route,drtAntennaViolNets,0,
placed_design,finalWeightedCongestion,0.890,
placed_design,dp_hpwl,4590,um
floorplanning,dieArea,6030,um^2
floorplanning,ioPinCount,36,
worst_hold_path,worstHoldPathType,"reg -> reg",
route,wl_per_cell,14.3,um
synthesis,synth_area_per_cell,7.72,um^2
finish,instances_no_fill,470,
timing,hold_viol,0,
floorplanning,rows,27,
outcome,status,"completed",
finish,area_delta_synth_final,19.2,%
critical_path,cp_max_fo,18,
critical_path,path_class,"in -> reg",
finish,final_layout_size_suffix_gt1_share,5.28,%
floorplanning,initCoreUtil,52.0,%
timing,finalSetupViolCount,0,
[registers in the layout, indices dropped and copies added (netlist names)]
| register | cells |
|---|---|
| count | 32 |
| B_prev | 1 |
| Bs | 1 |
| A_prev | 1 |
| As | 1 |
[area by class of cell]
class / count / share of cell area (%)
Timing Repair Buffer: 38 / 10.9
Clock inverter: 3 / 2.64
Inverter: 11 / 1.21
Multi-Input combinational cell: 305 / 59.5
Tap cell: 72 / 2.64
Clock buffer: 5 / 2.02
Sequential cell: 36 / 21.1
[power by group]
group	internal [W]	total (W)	switching (W)
Clock	0.0000832	0.000122	0.0000391
Sequential	0.000110	0.000121	0.0000111
Combinational	0.0000736	0.000157	0.0000831
[metrics by stage]
| step | total power, W | utilization [%] | area (um^2) |
|---|---|---|---|
| final | 0.000400 | 62.0 | 3410 |
| after global placement | 0.000277 | 59.1 | 3250 |
| after global routing | 0.000428 | 62.0 | 3410 |
| after floorplan | 0.000228 | - | 2860 |
| after CTS | 0.000403 | 62.0 | 3410 |
| after detailed placement | 0.000278 | 59.1 | 3250 |
[per-layer routing]
metal,global-route usage [%],vias up,part of all wire [%]
met5,0,-,0
met4,2.08,0,1.1
met3,2.99,8,4.2
met2,37.0,62,44
met1,37.3,1186,51
li1,-,1393,-
[cell usage after synthesis, types with 2 or more instances]
master	count	area share, %
a211o_1	3	0.92
nand3_1	13	2.3
clkbuf_1	17	2.2
dfxtp_1	36	25
buf_2	2	0.35
o21ai_1	6	1.0
mux2i_1	3	1.0
nor2b_1	6	1.3
nor3_1	2	0.35
a31oi_1	2	0.44
o211ai_1	6	1.6
o21bai_1	3	0.79
xor2_1	13	4.0
nand3b_1	2	0.52
xnor2_1	12	3.7
a21oi_1	56	9.8
nand2b_1	6	1.3
and3_1	6	1.3
nand2_1	48	6.3
a21o_1	17	4.5
nor2_1	21	2.8
ha_1	30	13
inv_1	10	1.3
or3_1	2	0.44
a211oi_1	7	1.8
a2111o_1	2	0.79
o21ai_0	9	1.6
nand4_1	11	2.4
[kinds of logic after synthesis]
family / synth area share (%)
xor gates and xnor gates: 7.65
and+or+nand+nor: 20.0
DFF: 25.2
muxes: 1.44
buffers and inverters: 4.02
adders and majority gates: 13.8
AOI/OAI and AO/OA: 27.9
[critical path: stages]
cell	delay (ns)
clkdlybuf4s50_1	0.68
clkinv_1	0.42
buf_4	0.35
a211oi_1	0.19
[final timing paths]
path	from	end	slack, ns	cells past startpoint
worst max-delay path	reset	count[8]	10.55	4
worst min-delay path	Bs	B_prev	0.37	0
worst max register to register	Bs	count[30]	11.52	13
worst min register to register	Bs	B_prev	0.37	0
Power figures rest on the tool's default switching activity, not on a simulated workload.
